<file path="flow/run.sh">
#!/bin/bash
# OpenROAD 26Q1-2900-gdf79404cd8, Yosys 0.63+post, stock flow scripts
make -C /OpenROAD-flow-scripts/flow DESIGN_CONFIG=/design/flow/config.mk WORK_HOME=/design/flow/orfs finish
</file>
<file path="flow/config.mk">
export PLATFORM = sky130hd
export DESIGN_NAME = video_timing
export DESIGN_NICKNAME = video_timing
export VERILOG_FILES = /design/flow/design.v
export SDC_FILE = /design/flow/constraint.sdc
export NUM_CORES = 4
export LEC_CHECK = 1
export CORE_AREA = 10 10 84 84
export DIE_AREA = 0 0 94 94
</file>
<file path="flow/design.v">
module video_timing (
    input               clk_12_5875,
    input               rst,
    output  logic       hsync_o, vsync_o,
    output  logic [9:0] hcounter_o, vcounter_o,
    output  logic       visible_o,
    output  logic       writable_o
);
    logic [9:0] hcounter_d, hcounter_q, vcounter_d, vcounter_q;
    assign hcounter_o = hcounter_q;
    assign vcounter_o = vcounter_q;
    initial begin
        hcounter_q = 10'b0;
        vcounter_q = 10'b0;
    end
    logic hvisible, vvisible;
    assign visible_o = hvisible & vvisible;
    assign hvisible = (hcounter_q < 10'd320) && !rst;
    assign hsync_o = ~((10'd328 <= hcounter_q) && (hcounter_q < 10'd376) && !rst);
    assign vvisible = (vcounter_q < 10'd480) && !rst;
    assign vsync_o = ~((10'd490 <= vcounter_q) && (vcounter_q < 10'd492) && !rst);
    assign hcounter_d =
        ( hcounter_q == 10'd399 ) ? 0         :
        hcounter_q + 10'd1;
    assign vcounter_d =
        ( hcounter_q != 10'd399 ) ? vcounter_q  :
        ( vcounter_q == 10'd524 ) ? 10'd0       :
        vcounter_q + 10'd1;
    assign writable_o = ~vvisible;
    always_ff @(posedge clk_12_5875) begin
        if ( rst ) begin
            hcounter_q <= 10'b0;
            vcounter_q <= 10'd523;
        end else begin
            hcounter_q <= hcounter_d;
            vcounter_q <= vcounter_d;
        end
    end
endmodule
</file>
<file path="flow/constraint.sdc">
current_design video_timing

set clk_period 2.7
set clk_io_pct 0.2

create_clock -name clk0 -period $clk_period [get_ports {clk_12_5875}]

set non_clock_inputs [all_inputs -no_clocks]
set_input_delay [expr $clk_period * $clk_io_pct] -clock clk0 $non_clock_inputs
set_output_delay [expr $clk_period * $clk_io_pct] -clock clk0 [all_outputs]
</file>
==> results.toml <==
# flow metrics
[clock_tree]
cts_buffers = 3
htreeDepth = 1
insertion_delay_ns = 0.26
clkTransAtPathRegs_ns = 0.08
clockBufferDepth = 2
cts_sinks = 20
cts_tree = "yes"
root_buffer = "clkbuf_8"

[final_timing]
period_needed_ns = 2.54
hold_viol = 0
setup_tns_ns = 0
setup_viol = 0
report.final.slew_viol_count = 0
finalWorstSetupSlack_ns = 0.158
tightest_slew_ns = 0.401
slew_headroom_pct = 73.0
rsz0062_at_grt = "no"
max_freq_mhz = 393
skew_ns = 0.00238
fin_crit_sh_pct = 94.1
whs_ns = 0.508

[worst_setup_path]
r2r_cells = 5
rrSetupSlack_ns = 0.61
slowest_stage = "clkdlybuf4s50_1"
worst_ep_required_time_ns = 2.16
path_class = "primary input to output pin"
cpPeakStageDelay_ns = 0.43
cp.arrival_ns = 2.00
r2r_end = "vcounter_q[3]"
cp_common_cell = "clkdlybuf4s50_1"
worstPathMaxFanout = 3
crit_chain = "clkdlybuf4s50_1 > nor2_2 > o21ai_0 > or4_1 > clkdlybuf4s50_1"
cp-start-kind = "primary input"
r2r_start = "hcounter_q[0]"
crit_path_end_kind = "output pin"

[floorplanning]
fp.dieW_um = 94
fp_util_pct = 20.8
die_y_um = 94
ios = 26
num_rows = 26
die_area_mm2 = 0.00884
core_mm2 = 0.00520

[yosys]
edf_count = 0
synthAoiAreaFrac_pct = 6.46
adder_share_pct = 6.92
synth_top_cell_by_count = "dfxtp_1"
yosysSeqAreaShare_pct = 36.9
ys_types = 31
yosys_area_mm2 = 0.00108
synth_async_sr_flop_share_pct = 0
avgSynthCellArea_um2 = 8.54
yosys.area.top_type_share_pct = 36.9
logic_family = "simple AND/OR/NAND/NOR gates"
simple_gate_share_pct = 33.7
ys.flop_type = "dfxtp_1"
synthTopCellsByArea = "dfxtp_1, xnor2_1, ha_1, nor2_1, nor3_1"
netlist_instances = 127
syn_area_mm2 = 0.00108
top_cells_by_count = "dfxtp_1, nor2_1, nor3_1, xnor2_1"
yosysWarningCount = 1
muxShareOfSynthArea_pct = 1.85
synth-seq-cells = 20
top_area_cell = "dfxtp_1"
yosys_cells = 127
xor_share_pct = 9.69

[finish]
layout-drive-gt1-share_pct = 5.26
areaGrowthSynthToFinish_pct = 35.1
num-fill-cells = 574
final_core_utilization_pct = 28.1

[worst_hold_path]
min_from = "hcounter_q[0]"
hold_path_depth = 1
hp-class = "flip-flop to flip-flop"
whs_endpoint = "hcounter_q[0]"

[flow_run]
maxCapViolCount = 0
warnings = 30

[power_and_ir_drop]
irDropWorstVdd_uv = 217
power.total_mw = 0.560
p_leak_nw = 0.511
p_per_area_mw_per_mm2 = 382

[routing]
initialDrtViolationCount = 88
postRouteWirelength_um = 2830
num_vias = 993
routed_via_density = 4.47
avgRoutedWirePerCell_um = 12.7
first_pass_iters = 4
antenna_cells = 0
drc = 0
antenna_left = 0

[placement]
hpwlAfterDp_um = 2040
pre_cts_ws_ns = 0.119
place.gp.congestion = 0.813
portBuffers = 25

[grt]
grt_pass1_vias = 955
grt_max_degree = 12
grt_pass1_wl_um = 4800
antenna_found_initial = 0
overflow = 0
grt_usage_pct = 6.59

[run_status]
status = "completed"
[per-stage QoR]
| step | cell area (µm²) | cells |
|---|---|---|
| 3_5_place_dp | 1410 | 218 |
| 6_report | 1470 | 222 |
| 3_3_place_gp | 1410 | 218 |
| 2_1_floorplan | 1080 | 127 |
| 4_1_cts | 1460 | 222 |
| 5_1_grt | 1470 | 222 |
[cell families (layout without fill, tap and decap cells)]
family                   after synthesis  in the layout
buffers and inverters                 12             37
AND/OR/NAND/NOR                       65             65
multiplexers                           2              2
flip-flops                            20             20
XOR/XNOR                              12             12
adder cells (fa/ha/maj)                6              6
AND-OR/OR-AND                         10             10
[worst max-delay path by stage]
stage / from / end / slack, ns
after CTS: rst / vsync_o / 0.11
final: rst / vsync_o / 0.16
after global routing: rst / vsync_o / 0.07
[metal layers]
metal | vias up | track usage, % | wire (µm)
met2 | 38 | 8.87 | 1070
met5 | - | 0 | 0
met1 | 458 | 9.48 | 1420
met4 | 0 | 0.633 | 14
li1 | 495 | - | -
met3 | 2 | 3.31 | 325
[flip-flops by register name (all words and copies together), names as in the netlist]
name,flops
hcounter_q,10
vcounter_q,10
[final cells by class]
class	count	area, µm²	share of cell area [%]
Sequential cell	20	400	27.3
Inverter	7	26.3	1.79
Multi-Input combinational cell	95	638	43.6
Timing Repair Buffer	26	258	17.6
Clock buffer	4	55.1	3.76
Tap cell	70	87.6	5.98
[layout by cell type, fill, tap and decap left out]
| master | n |
|---|---|
| a31oi_1 | 1 |
| nor3_1 | 9 |
| o21a_1 | 2 |
| nand2b_1 | 3 |
| nor4_4 | 1 |
| or3_1 | 4 |
| or4_1 | 2 |
| nor2_2 | 1 |
| nand2_1 | 3 |
| mux2i_1 | 2 |
| o21ai_1 | 1 |
| xnor2_1 | 9 |
| and3_1 | 1 |
| o21ai_0 | 1 |
| ha_1 | 6 |
| or3b_2 | 1 |
| xor2_1 | 3 |
| nand4b_1 | 4 |
| clkdlybuf4s50_1 | 25 |
| nor3b_1 | 1 |
| nand3b_1 | 2 |
| a21o_1 | 1 |
| nand4_1 | 4 |
| a21oi_1 | 1 |
| o2bb2ai_1 | 1 |
| clkbuf_8 | 4 |
| dfxtp_1 | 20 |
| nor2_1 | 18 |
| inv_1 | 7 |
| nand3_1 | 7 |
| buf_4 | 1 |
| a211o_1 | 2 |
| nor4_1 | 4 |
[power by group]
group / internal, mW / switching, mW / total [mW]
Combinational: 0.0128 / 0.0106 / 0.0234
Clock: 0.130 / 0.102 / 0.232
Sequential: 0.299 / 0.00597 / 0.304
[critical path, delay by kind of cell]
family          cells  cell delay, ns
buf+inv             2            0.85
simple gates        2            0.53
compound gates      1            0.08
[repair_timing]
item	CTS	global route
resized	0	1
setup endpoints to repair	0	1
setup buffers	0	0
hold buffers	0	0
